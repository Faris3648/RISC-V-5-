===== flow/design.v =====
module IF_ID(
    clk,
    rst,
    StallD,
    FlushD,
    IMemory_out,
    PCF,
    PCPlus4F, 
    instrD,
    PCD,
    PCPlus4D
);
input clk, rst, StallD, FlushD;
input [31:0] IMemory_out;
input [31:0] PCF;
input [31:0] PCPlus4F;
output reg [31:0] instrD, PCD, PCPlus4D;
always @(posedge clk) begin
    if(rst) begin
        instrD <= 32'd0;
        PCD <= 32'd0;
        PCPlus4D <= 32'd0;
    end
    else if (StallD) begin
        instrD <= instrD;
        PCD <= PCF;
        PCPlus4D <= PCPlus4D;
    end
    else if (FlushD) begin
        instrD <= 32'd0;
        PCD <= 32'd0;
        PCPlus4D <= 32'd0;
    end
    else begin
        instrD   <= IMemory_out;
        PCD      <= PCF;
        PCPlus4D <= PCPlus4F;
    end
end
endmodule

===== flow/run.sh =====
#!/bin/bash
# OpenROAD 26Q1-2900-gdf79404cd8, Yosys 0.63+post, stock flow scripts
make -C /OpenROAD-flow-scripts/flow DESIGN_CONFIG=/design/flow/config.mk WORK_HOME=/design/flow/orfs finish

===== flow/config.mk =====
export PLATFORM = sky130hd
export DESIGN_NAME = IF_ID
export DESIGN_NICKNAME = IF_ID
export VERILOG_FILES = /design/flow/design.v
export SDC_FILE = /design/flow/constraint.sdc
export NUM_CORES = 4
export LEC_CHECK = 1
export CORE_UTILIZATION = 50

===== flow/constraint.sdc =====
current_design IF_ID

set clk_period 2.6
set clk_io_pct 0.2

create_clock -name clk0 -period $clk_period [get_ports {clk}]

set non_clock_inputs [all_inputs -no_clocks]
set_input_delay [expr $clk_period * $clk_io_pct] -clock clk0 $non_clock_inputs
set_output_delay [expr $clk_period * $clk_io_pct] -clock clk0 [all_outputs]

==> flow_summary.rst <==
Flow metrics
------------

.. list-table::
   :header-rows: 1

   * - Metric
     - Value
   * - Routed wire length
     - 9670 um
   * - Slew Limit Fails
     - 0
   * - Critical-path top delay cell
     - sky130_fd_sc_hd__clkdlybuf4s50_1
   * - Post-route clock period utilization
     - 66.6%
   * - Grt ovf
     - 0
   * - Worst Hold Path Cells
     - 2
   * - Number of buffer cells added on primary ports
     - 195
   * - Post-Route Setup TNS
     - 0 ns
   * - Post-synthesis area per instance
     - about 12 um2
   * - Most used DFF post-synth
     - sky130_fd_sc_hd__dfxtp_1
   * - Antenna viol nets, final
     - 0
   * - Count of distinct cell types in the synthesized netlist
     - 16
   * - DRT iter0 DRCs
     - 91
   * - Top Family by Delay on Critical Path
     - buffers and inverters
   * - Hold wc startpoint
     - instrD[30]$_SDFFE_PP0N_
   * - Class of the tightest hold or removal check
     - reg -> reg
   * - Yosys cell count
     - between 300 and 400
   * - Min-Delay Endpoint
     - instrD[30]$_SDFFE_PP0N_
   * - Chip area from the yosys synthesis statistics
     - ~4100 um2
   * - Number of buffer and inverter instances along the worst setup path
     - 1
   * - Commonest cells in the synthesized netlist
     - sky130_fd_sc_hd__dfxtp_1 (96), sky130_fd_sc_hd__nand2_1 (64), sky130_fd_sc_hd__nand2b_1 (63), sky130_fd_sc_hd__o22ai_2 (63), sky130_fd_sc_hd__nor3b_2 (30)
   * - Remaining design rule violation count
     - 0
   * - Total core area
     - 7850 um2
   * - Share of the yosys chip area belonging to registers
     - 46.8%
   * - Post-CTS Setup Repair Bufs
     - 0
   * - Length of the first detailed-routing pass in iterations
     - 3
   * - # Max-Cap Violations
     - 0
   * - Max Clock Freq
     - 578 MHz
   * - Max transition margin
     - 56.0%
   * - Power per unit of standard cell area
     - just under 500 nW/um2
   * - RSZ-0062 raised after global routing
     - no
   * - Fraction of final layout cells sized beyond drive strength 1
     - 22.1%
   * - Clock-pin slew on the worst setup and hold paths
     - 0.09 ns
   * - Worst Max-Slew Pin Slew
     - 0.660 ns
   * - Req. time, crit path
     - 2.08 ns
   * - Area of the die
     - 8590 um2
   * - Floorplan Utilization
     - 52.4%
   * - Endpoint class of the critical path
     - output pin
   * - Number of antenna diodes
     - 0
   * - Area growth, synth to finish
     - 50.0%
   * - Flops out of synthesis
     - 96
   * - Combined global-route utilization of all metal layers
     - between 20 and 25%
   * - Cell area leaders
     - sky130_fd_sc_hd__dfxtp_1 (47%), sky130_fd_sc_hd__o22ai_2 (19%), sky130_fd_sc_hd__nand2b_1 (9.6%)
   * - Maximum fanout encountered on the critical timing path
     - 1
   * - Sinks on Clock Net
     - between 90 and 100
   * - Critical R2R Capture
     - PCPlus4D[7]$_SDFFE_PP0N_
   * - Pin count of the biggest net entering global routing
     - around 66
   * - Worst R2R Setup Slack
     - 1.96 ns
   * - Synthesized instance count
     - between 300 and 400
   * - Wire length of the first global-routing pass
     - 15200 um
   * - Count of fill cells added during filler insertion
     - about 540
   * - Delay of the slowest cell on the worst path
     - 0.50 ns
   * - Clock tree from TritonCTS
     - yes
   * - Number of instances resized during post-cts repair
     - 0
   * - Worst setup slack after layout
     - 0.869 ns
   * - Number of vias per cell after detailed routing
     - 4.87
   * - Startpoint kind of the worst setup timing path
     - register
   * - Critical path class
     - reg -> out
   * - Number of synthesized flops with an enable pin
     - 0
   * - Leakage power
     - between 2 and 2.5 nW
   * - Total CTS buffers
     - 9
   * - Total count of hold-check failures in the final report
     - 0
   * - Result of the run
     - finished clean
   * - Most frequently used cell type in the post-synthesis netlist
     - sky130_fd_sc_hd__dfxtp_1
   * - Arr. time, crit path
     - 1.21 ns
   * - Warnings, synthesis
     - 1
   * - Floorplan row count
     - 32
   * - Maximum count of clock buffers along a single path
     - 2
   * - Detailed placer's ending HPWL
     - 6840 um
   * - H-tree lvl count
     - 3
   * - Max IR drop VDD
     - 456 uV
   * - Final routed wire length divided by cell count
     - 15.0 um
   * - Horiz. Die Dim
     - 92.7 um
   * - Depth of the worst register-to-register path
     - 2
   * - Final estimated routing congestion in global placement
     - 0.799
   * - Number of antenna violations at the first check in global routing
     - 0
   * - Clock tree root buffer cell
     - sky130_fd_sc_hd__clkbuf_8
   * - Number of ports placed on the die boundary
     - 196
   * - Final-report setup violation count
     - 0
   * - Number of global-route vias before repair
     - 2998
   * - Pre-CTS worst setup slack
     - 0.766 ns
   * - Area leader, netlist
     - sky130_fd_sc_hd__dfxtp_1
   * - Yosys top cell area share
     - between 40% and 50%
   * - Total of hold buffers inserted after clock tree synthesis
     - 0
   * - Min Clock Period, post-route
     - 1.73 ns
   * - Worst Clk Skew
     - 0 ns
   * - Proportion of synthesized flip-flops having asynchronous set or reset
     - 0%
   * - Clk ins delay skew pair
     - 0.35 ns
   * - R2r startpoint
     - PCPlus4D[7]$_SDFFE_PP0N_
   * - Worst path cell trace
     - clkdlybuf4s50_1
   * - Tool warnings
     - 26
   * - Post-synth design cell area
     - just over 4000 um2
   * - Height of the die
     - 92.7 um
   * - Routed vias
     - ~3100
==> logic make-up after synthesis <==
logic type / after synthesis / synth area share [%]
AND-OR/OR-AND: 64 / 19.3
AND/OR/NAND/NOR: 162 / 25.4
flip-flops: 96 / 46.8
buffers and inverters: 35 / 8.49
==> cell type report <==
cell class                 count  area [um2]  area share, %
multi-input combinational    226        1850           30.0
tap                          102         128           2.07
clock inverter                 5        57.6          0.933
clock buffer                  11         131           2.13
sequential                    96        1920           31.2
timing repair buffer         204        2080           33.7
==> layout by cell type (no fill, tap or decap), types with 3 or more instances in the layout <==
cell type	synthesis	routed
sky130_fd_sc_hd__clkbuf_8	0	9
sky130_fd_sc_hd__dfxtp_1	96	96
sky130_fd_sc_hd__buf_12	5	5
sky130_fd_sc_hd__o22ai_2	63	63
sky130_fd_sc_hd__nand2_1	64	64
sky130_fd_sc_hd__clkdlybuf4s50_1	0	193
sky130_fd_sc_hd__buf_4	2	4
sky130_fd_sc_hd__nor3b_2	30	30
sky130_fd_sc_hd__clkinvlp_4	0	3
sky130_fd_sc_hd__nand2b_1	63	63
==> layer usage <==
layer	vias up	track usage, %	routed length, um
li1	1569	-	-
met1	1432	32.1	4030
met2	120	36.5	4440
met3	14	8.52	1010
met4	0	3.59	192
met5	-	0	0
==> metrics by stage <==
step,cells,instance area [um2],hold WS [ns],total power [mW],utilization (%)
after detailed placement,628,5980,0.461,2.12,76.2
after global routing,644,6170,0.504,3.15,78.6
final,644,6170,0.469,3.01,78.6
after global placement,628,5980,0.455,2.10,76.2
after CTS,644,6170,0.472,3.04,78.6
after floorplan,357,4110,0.425,1.83,-
==> how the worst max path moves through the flow <==
stage / from / cells past startpoint / slack, ns / end
final: PCD[20]$_SDFF_PP0_ / 1 / 0.87 / PCD[20]
after global routing: PCPlus4D[14]$_SDFFE_PP0N_ / 1 / 0.82 / PCPlus4D[14]
after CTS: PCD[20]$_SDFF_PP0_ / 1 / 0.83 / PCD[20]
==> state kept, by name, summed over array words and instances (netlist names) <==
name      cells
instrD       32
PCD          32
PCPlus4D     32
==> power by group <==
| group | switching, mW | internal (mW) | leakage [nW] |
|---|---|---|---|
| clock network | 0.487 | 0.444 | 0.0856 |
| logic | 0.174 | 0.342 | 1.28 |
| registers | 0.0269 | 1.53 | 0.787 |
| total | 0.688 | 2.32 | 2.15 |
Power and IR drop assume default switching activity.
