`flow/design.v`:
```
module datmem(
    clk,
    rst,
    ALUResultM,
    WriteDataM,
    MemWriteM, 
    ReadDataM
);
input clk, rst, MemWriteM;
input [31:0] ALUResultM, WriteDataM;
output[31:0] ReadDataM;
reg[31:0] mem[255:0];
initial begin
    mem[0] = 32'h00000000;
end
assign ReadDataM = (~rst) ? 32'd0 : mem[ALUResultM];
always @(posedge clk) begin
    if(MemWriteM) begin
    mem[ALUResultM] <= WriteDataM;
    end
end
endmodule
```
`flow/run.sh`:
```
#!/bin/bash
# OpenROAD 26Q1-2900-gdf79404cd8, Yosys 0.63+post, stock flow scripts
make -C /OpenROAD-flow-scripts/flow DESIGN_CONFIG=/design/flow/config.mk WORK_HOME=/design/flow/orfs finish
```
`flow/config.mk`:
```
export PLATFORM = sky130hd
export DESIGN_NAME = datmem
export DESIGN_NICKNAME = datmem
export VERILOG_FILES = /design/flow/design.v
export SDC_FILE = /design/flow/constraint.sdc
export NUM_CORES = 4
export LEC_CHECK = 1
export CORE_UTILIZATION = 30
export SYNTH_MEMORY_MAX_BITS = 65536
```
`flow/constraint.sdc`:
```
current_design datmem

set clk_period 33.9
set clk_io_pct 0.2

create_clock -name clk0 -period $clk_period [get_ports {clk}]

set non_clock_inputs [all_inputs -no_clocks]
set_input_delay [expr $clk_period * $clk_io_pct] -clock clk0 $non_clock_inputs
set_output_delay [expr $clk_period * $clk_io_pct] -clock clk0 [all_outputs]
```
==> impl_metrics.tcl <==
# metrics dict for downstream scripts
set metrics [dict create \
    status "complete, no violations" \
    worstPathCellList "buf_16 > buf_4 > buf_12 > buf_4 > buf_4 > buf_4 > buf_4 > buf_4 > mux2_2 > o21ai_0 > a21oi_1 > a2111oi_0 > nand3_1 > a21oi_1 > a2111oi_1 > buf_4 > clkdlybuf4s50_1" \
    yosysCellCount 15303 \
    grt_pass1_wl_um 1241000 \
    rsz0062_at_grt "no" \
    warning_count 50 \
    synth_cell_types 56 \
    routed_wl_um 889600 \
    flop_cell "edfxtp_1" \
    worst-path-buf-inv 10 \
    cts_buffers 787 \
    final-setup-viol-count 0 \
    ys.flops 8192 \
    chipArea_um2 1051000 \
    rows 375 \
    synthArstFlopShare_pct 0 \
    yosys_area_um2 314200 \
    fin_cells 30761 \
    avgRoutedWirePerCell_um 28.92 \
    peakVddDrop_uv 66.11 \
    power.total_mw 20.68 \
    end_kind "output pin" \
    vias 155811 \
    crit_arrival_ps 14900 \
    antenna_found_initial 45 \
    place_inst 29248 \
    htree_levels 6 \
    coreArea_um2 1043000 \
    grt_max_degree 96 \
    drtPass1Iterations 5 \
    postCtsHoldBufs 0 \
    cp-start-kind "primary input" \
    slew_headroom_pct 8.852 \
    cts_sinks 8192 \
    dr.first_iter.drc_count 10382 \
    ant_nets 0 \
    synth_cells 15303 \
    slowest_stage "a2111oi_0" \
    post_cts_buffers 0 \
    holdWs_ps 5990 \
    die_w_um 1025 \
    grt_pass1_vias 168304 \
    top_register "mem" \
    fmax_ghz 0.04613 \
    wl_met2_um 396700 \
    slowest_delay_ps 1050 \
    critical_path_required_ps 27120 \
    reg.largest.list "mem: 8192 flops" \
    power.density_nw_per_um2 57.12 \
    edf_count 8192 \
    leakagePower_nw 112.4 \
    drt-met1-wl_um 264900 \
    post_cts_resized 0 \
    ys_warn_count 1 \
    dp_hpwl_um 510200 \
    numPortBuffers 74 \
    io_pins 99 \
    cp_top_family "buffers and inverters" \
    overflow 0 \
    crit_type "in2out" \
    largest_reg_flops 8192 \
    die_y_um 1025 \
    wl_met3_um 191900 \
    fp_util_pct 30.12 \
    cts_buffer_depth 4 \
    dr.max_layer_used "met5" \
    worst_pin_slew_ps 1364 \
    slew_viol_final 0 \
    drt-vias-per-instance 5.065 \
    crit_path_max_fanout 95 \
    track_usage_pct 17.91 \
    clkTransAtPathRegs_ps 60 \
    worst_hold_path_type "in2reg" \
    synth_seq_share_pct 78.30 \
    period_needed_ps 21680 \
    hold_violations 0 \
    fin_tns_setup_ps 0 \
    syn2layout_area_growth_pct 15.22 \
    crit_top_cell "buf_4" \
    fin_crit_sh_pct 63.94 \
    synth_area_per_cell_um2 20.53 \
    drc 0 \
    tritoncts "done" \
    syn-cell-area_um2 314200 \
    drive_gt1_share_pct 22.51 \
    cap_violations 0 \
    cts_root_buffer "clkbuf_16" \
    place_congestion 0.8725 \
]
-- stage by stage --
stage / area, µm² / setup slack [ps] / utilization [%]
floorplan: 314200 / 18220 / -
global placement: 336900 / 12240 / 32.30
detailed placement: 336900 / 12220 / 32.30
CTS: 361800 / 12190 / 34.69
global route: 361900 / 11680 / 34.70
finish: 362000 / 12220 / 34.70
-- placed cells by master, fill, tap and decap left out, types with 254 or more instances in the layout --
cell type  Yosys  layout
nor2_4         0     254
mux4_2      1154    1154
o22ai_1      416     416
edfxtp_1    8192    8192
mux2_2       348     348
mux2i_1     1418    1418
buf_4         98     825
o21ai_0      349     349
clkbuf_16      0     796
a21oi_1      383     383
-- layer usage --
| metal | track usage, % | vias up |
|---|---|---|
| met2 | 25.68 | 10607 |
| met1 | 17.78 | 77933 |
| met5 | 4.622 | - |
| li1 | - | 65621 |
| met4 | 4.930 | 88 |
| met3 | 17.56 | 1562 |
-- cell families after synthesis --
group                  synth area share (%)
AND/OR/NAND/NOR                       2.218
multiplexers                          14.04
flip-flops                            78.30
AND-OR/OR-AND                         3.926
buffers and inverters                 1.515
-- area by class of cell --
class | instances | area (µm²)
Fill cell | 94852 | 681100
Sequential cell | 8192 | 246000
Multi-Input combinational cell | 6184 | 65910
Clock buffer | 996 | 20670
Tap cell | 13949 | 17450
Timing Repair Buffer | 920 | 7556
Clock inverter | 443 | 4178
Antenna cell | 74 | 185.2
Inverter | 3 | 18.77
-- report_power, final --
group,switching [mW],internal (mW),total [mW]
Clock,3.75,4.75,8.50
Combinational,0.701,0.306,1.01
Sequential,0.00429,11.2,11.2
Total,4.45,16.2,20.7
-- cell usage after synthesis (82+ instances only) --
library cell | n | area, µm²
mux2i_1 | 1418 | 14190
edfxtp_1 | 8192 | 246000
o22ai_1 | 416 | 2603
a21oi_1 | 383 | 1917
mux2_2 | 348 | 3919
nor4_1 | 82 | 513.0
clkbuf_1 | 378 | 1419
nand4_1 | 135 | 844.6
nand3_1 | 181 | 905.9
buf_2 | 325 | 1627
a2111oi_0 | 155 | 1358
a211oi_1 | 181 | 1359
nor2b_1 | 192 | 1201
nand2_1 | 167 | 626.9
o21ai_0 | 349 | 1747
buf_4 | 98 | 735.7
nor2_1 | 480 | 1802
mux4_2 | 1154 | 25990
a221oi_1 | 126 | 1104
-- path summary, 6_finish.rpt --
path,slack (ps),cells past startpoint,startpoint,to
hold / removal,5990,1,WriteDataM[31],mem[233][31]
setup / recovery,12220,17,ALUResultM[1],ReadDataM[20]
